<file path="design.v">
module cpu_id(rst, clk, cpu_stall, if_pc, if_inst, wb_rfw,
		wb_rf_waddr, wb_rf_wdata, p_rfa, p_rfb, p_se, 
		p_shamt, p_func, p_rf_waddr, p_c_rfw, p_c_wbsource,
		p_c_drw, p_c_alucontrol, p_c_j, p_c_b, p_c_jjr,
		p_jaddr, p_pc, p_c_rfbse, p_rs, p_rt, c_stall, int_flush);
	input 		rst, clk, cpu_stall;
	input	[31:0]	if_pc;
	input	[31:0]	if_inst;
	input 		wb_rfw;
	input   [4:0]	wb_rf_waddr;
	input   [31:0]  wb_rf_wdata;
	input		int_flush;
	output reg [31:0] p_rfa;
	output reg [31:0] p_rfb;
	output reg [31:0] p_se;
	output reg [4:0]  p_shamt;
	output reg [5:0]  p_func;
	output reg [4:0]  p_rf_waddr;
	output reg 	  p_c_rfw;
	output reg [1:0]  p_c_wbsource;
	output reg [1:0]  p_c_drw;
	output reg [5:0]  p_c_alucontrol;
	output reg 	  p_c_j;
	output reg	  p_c_b;
	output reg 	  p_c_jjr;
	output reg [25:0] p_jaddr;
	output reg [31:0] p_pc;
	output reg	  p_c_rfbse;
	output reg [4:0]  p_rs;
	output reg [4:0]  p_rt;
	output		  c_stall;
	reg [31:0] rf [31:1];
	wire [5:0] opcode = if_inst[31:26];
	wire [4:0] rf_rs = if_inst[25:21];
	wire [4:0] rf_rt = if_inst[20:16];
	wire [4:0] rf_rd = if_inst[15:11];
	wire [15:0] imm = if_inst[15:0];
	wire [4:0] shamt = if_inst[10:6];
	wire [5:0] func = if_inst[5:0];
	wire [25:0] jaddr = if_inst[25:0];
	wire [31:0] rfa = rf_rs == 0 ? 0 : rf[rf_rs];
	wire [31:0] rfb = rf_rt == 0 ? 0 : rf[rf_rt];
	wire stall = (p_c_rfw & (p_c_alucontrol == 6'h23) & ((p_rt == rf_rs) | (p_rt == rf_rt)) & (p_rt != 0) & (opcode != 6'h2b));
	assign c_stall = stall;
	wire c_rfw = ( 
		opcode != 6'h04 && 
		opcode != 6'h05 && 
		opcode != 6'h2b && 
		opcode != 6'h02 && 
		!stall);  
	wire [1:0] c_wbsource = 
		(opcode == 6'h23) ? 2'h1 :
		(opcode == 6'h03) ? 2'h2 :
		(opcode == 6'h00 && func == 6'h09) ? 2'h2 : 0; 
	wire [1:0] c_drw = (opcode == 6'h2b && !stall) ? 2'b01 : 
			   (opcode == 6'h23 && !stall) ? 2'b10 : 2'b00;	 
	wire [5:0] c_alucontrol = opcode;
	wire c_se = (opcode == 6'h0c || opcode == 6'h0d) ? 0 : 1;
	wire c_rfbse = (opcode == 6'h00 || opcode == 6'h04 || opcode == 6'h05) ? 0 : 1;
	wire c_jjr = 
		opcode == 6'h02 ? 0 :
		opcode == 6'h03 ? 0 : 1;
	wire [1:0] c_rd_rt_31 = 
		(opcode == 6'h03) ? 2'b10 :  
		(opcode == 6'h00) ? 2'b00 : 2'b01;
	wire [31:0] signext_imm = {{16{imm[15]}},imm};
        wire [31:0] zeroext_imm = {{16{1'b0}},imm};
	wire [31:0] se = c_se ? signext_imm : zeroext_imm;
	wire [4:0] rd_rt_31 = 
		(c_rd_rt_31 == 2'b00) ? rf_rd :
		(c_rd_rt_31 == 2'b01) ? rf_rt :
		(c_rd_rt_31 == 2'b10) ? 5'b11111 : rf_rd;
	wire c_j = 
		((opcode == 6'h02) || 
		(opcode == 6'h03) || 
		(opcode == 6'h00 && func == 6'h08) || 
		(opcode == 6'h00 && func == 6'h09)) && !stall;
	wire c_b = ((opcode == 6'h04) || (opcode == 6'h05)) && !stall;
	always @(posedge clk) begin
		if (!cpu_stall) begin
		if (rst || int_flush) begin		
			p_rfa <= 0;
			p_rfb <= 0;
			p_shamt <= 0;
			p_func <= 0;
			p_rf_waddr <= 0;
			p_c_rfw <= 0;
			p_c_wbsource <= 0;
			p_c_drw <= 0;
			p_c_alucontrol <= 0;
			p_c_j <= 0;
			p_c_b <= 0;
			p_c_jjr <= 0;
			p_jaddr <= 0;
			p_pc <= 0;
			p_c_rfbse <= 0;
			p_rs <= 0;
			p_rt <= 0;
			p_se <= 0;
		end else begin
			p_rfa <= rfa;
			p_rfb <= rfb;
			p_shamt <= shamt;
			p_func <= func;
			p_rf_waddr <= rd_rt_31;
			p_c_rfw <= c_rfw;
			p_c_wbsource <= c_wbsource;
			p_c_drw <= c_drw;
			p_c_alucontrol <= c_alucontrol;
			p_c_j <= c_j;
			p_c_b <= c_b;
			p_c_jjr <= c_jjr;
			p_jaddr <= jaddr;
			p_pc <= if_pc;
			p_c_rfbse <= c_rfbse;
			p_rs <= rf_rs;
			p_rt <= rf_rt;
			p_se <= se;
		end
		end
	end
	always @(negedge clk) begin
		if (wb_rfw && wb_rf_waddr != 5'd0) begin
			rf[wb_rf_waddr] <= wb_rf_wdata;
		end
	end
endmodule
</file>
<file path="run.sh">
#!/bin/bash
# OpenROAD 26Q1-2900-gdf79404cd8, Yosys 0.63+post, stock flow scripts
make -C /OpenROAD-flow-scripts/flow DESIGN_CONFIG=/design/flow/config.mk WORK_HOME=/design/flow/orfs finish
</file>
<file path="config.mk">
export PLATFORM = sky130hd
export DESIGN_NAME = cpu_id
export DESIGN_NICKNAME = cpu_id
export VERILOG_FILES = /design/flow/design.v
export SDC_FILE = /design/flow/constraint.sdc
export NUM_CORES = 4
export LEC_CHECK = 1
export CORE_UTILIZATION = 40
</file>
<file path="constraint.sdc">
current_design cpu_id

set clk_period 4.4
set clk_io_pct 0.2

create_clock -name clk0 -period $clk_period [get_ports {clk}]

set non_clock_inputs [all_inputs -no_clocks]
set_input_delay [expr $clk_period * $clk_io_pct] -clock clk0 $non_clock_inputs
set_output_delay [expr $clk_period * $clk_io_pct] -clock clk0 [all_outputs]
</file>
==> CHANGELOG.md <==
## Implementation

- Status: finished clean
- Post-detail-place hpwl: 118000 µm
- Leading area contributor after synthesis: edfxtp_1
- GR Util met1: 33.2%
- FP Util: 40.3%
- H-tree depth: 4
- Design area: 67800 µm²
- Worst slew pin tran: 0.775 ns
- TritonCTS Buffers: 131
- Post-synth EDFFs: 1135
- Critical path fanouts, max: 2
- Slew HR: 47.0%
- First-pass GRT wire length: 251000 µm
- Final Skew: 0.0416 ns
- Largest net degree at the start of global routing: 60
- Met2 Track Usage GR: 39.6%
- CP arrival: 4.82 ns
- Finish-stage setup viols: 0
- Crit path DRT: 4.90 ns
- Clock sink total: 1135
- Hold Crit Class: primary input to register
- Synthesized area: 52100 µm²
- Endpoint class of the critical path: register
- Die width: 363 µm
- CORE AREA: 129000 µm²
- Post-synth seq share: 65.4%
- Area growth syn-to-layout: 30.1%
- Met3 Use GR: 26.7%
- Max IR drop VDD: 401 µV
- Yosys reg bits: 1135
- Max Cap Viol: 0
- Share of cells above drive strength 1: 23.2%
- DRT antenna net count: 0
- CP startpoint kind: register
- Die Y: 363 µm
- Avg Vias per Cell: 5.53
- Setup tns final: 0 ns
- Initial antenna violation count: 5
- CTS tree: built
- Post-CTS Repair Setup Buffers: 0
- Most frequent cell after synthesis: edfxtp_1
- Ys async rst share: 0%
- Hold buffer count at CTS: 0
- Total track usage: 29.4%
- Vias in the first global route: 38600
- Worst-Skew Late Latency: 0.77 ns
- RSZ-0062 raised after global routing: no
- Detailed-route via count: 35100
- Max-slew violation count: 0
- Placed Area: 59500 µm²
- Row count: 132
- I/O Buffers: 301
- Die Area: 132000 µm²
- Root Driver: clkbuf_16
- Most used DFF post-synth: edfxtp_1
- GR peak layer: met2
- Mapped Avg Cell Area: 17.1 µm²
- Synth Instances: 3042
- Total wire length: 177000 µm
- Leakage: 0.0266 µW
- GPL Wtd Cong: 0.986
- Yosys top cell area share: 65.4%
- Ys Warns: 1
- Final hold vios: 0
- Io pins: 302
- Cell count in the Yosys report: 3042
- P per Cell Area: 434 nW/µm²
- Pre-Repair DR Iteration Count: 8
- YS chip area: 52100 µm²
- Tool warnings: 1018
- Top cells, area: edfxtp_1 (65%), mux4_2 (12%), mux2i_1 (5.2%), mux2_2 (2.8%), buf_4 (1.2%)
- Clock-pin slew on the worst setup and hold paths: 0.06 ns
- Critical path type: register to register
- Unique masters post-synth: 53
- WL/cell: 27.8 µm
- List of most frequent post-synthesis cells: edfxtp_1 (1135), mux4_2 (288), mux2i_1 (273)
- Clock tree buffer depth: 3
- DRC Markers: 0
- Total grt overflow: 0
- DRT iter0 DRCs: 2248
- Hold WS: 0.768 ns
==> per-layer routing <==
metal / wire length (µm) / part of all wire, % / vias to the layer above
met2: 78200 / 44 / 2410
met5: 899 / 0.51 / -
met1: 57100 / 32 / 16900
met3: 34900 / 20 / 300
li1: - / - / 15500
met4: 5720 / 3.2 / 18
==> critical path, stage by stage, from the launching register on <==
cell	delay, ns
edfxtp_1	0.39
mux4_2	0.54
a221oi_1	0.43
buf_4	0.21
o32ai_2	0.07
buf_4	0.22
==> final cells by class <==
| class | count | area, µm² |
|---|---|---|
| fillers | 10300 | 61500 |
| clock buffers | 144 | 3440 |
| multi-input cells | 1607 | 16900 |
| clock inverters | 1086 | 4680 |
| inverters | 9 | 38.8 |
| well taps | 1742 | 2180 |
| repair buffers | 626 | 6490 |
| flip-flops and latches | 1135 | 34100 |
| diodes | 3 | 7.51 |
==> through the flow <==
step | worst slack (ns) | util (%) | total power (µW) | cells
2_1_floorplan | -0.322 | - | 14900 | 3042
3_3_place_gp | -0.629 | 46.0 | 16200 | 5120
3_5_place_dp | -0.601 | 46.0 | 16200 | 5120
4_1_cts | 0.00981 | 52.3 | 29700 | 6349
5_1_grt | 0.00330 | 52.4 | 31000 | 6350
6_report | 0.0808 | 52.4 | 29400 | 6352
==> timing repair <==
| item | CTS | global route |
|---|---|---|
| gates resized | 10 | 27 |
| pin swaps | 0 | 1 |
| setup endpoints to repair | 8 | 18 |
==> power by group <==
group | internal [µW] | total (µW) | switching (µW)
clock | 7790 | 14600 | 6820
sequential | 12200 | 12300 | 101
combinational | 1070 | 2480 | 1410
==> cells in the final DEF (no fill, tap or decap), types with 9 or more instances in the layout <==
master,count
nor2_1,46
xor2_1,10
a22oi_1,72
a221oi_1,35
o22ai_1,73
and2_1,57
mux2_2,128
mux2i_1,273
bufinv_16,15
mux4_2,288
clkdlybuf4s50_1,292
buf_4,244
clkbuf_16,136
nand2_1,136
nor2_4,33
nand3_1,25
buf_12,82
a211o_1,14
o211ai_1,24
a311oi_1,21
o221ai_1,15
clkinvlp_2,18
a21boi_0,19
o32ai_1,14
o21ai_0,9
a211oi_1,23
a221oi_2,12
nor3_1,52
nor2b_1,19
a21oi_1,101
o21ai_1,14
inv_4,13
inv_1,1013
inv_6,10
edfxtp_1,1135
==> final timing paths <==
| path | cells after the start | slack (ns) | endpoint | startpoint |
|---|---|---|---|---|
| hold reg to reg | 3 | 1.18 | p_c_rfw | p_jaddr[16] |
| setup / recovery | 5 | 0.08 | p_rfa[3] | rf[5][3] |
| hold / removal | 2 | 0.77 | p_jaddr[21] | if_inst[21] |
| setup reg to reg | 5 | 0.08 | p_rfa[3] | rf[5][3] |
==> logic make-up (layout without fill, tap and decap cells) <==
| logic type | after synthesis | in the layout | share of synthesized area, % |
|---|---|---|---|
| DFF | 1135 | 1135 | 65.4 |
| and+or+nand+nor | 409 | 409 | 3.70 |
| buffers and inverters | 300 | 1865 | 3.37 |
| muxes | 689 | 689 | 20.5 |
| AOI/OAI and AO/OA | 499 | 499 | 6.89 |
| xor gates and xnor gates | 10 | 10 | 0.168 |
| other | 0 | 3 | 0 |
==> registers in the layout, summed over array words and instances (netlist names), 2 cells and up <==
name            count
rf                992
p_pc               32
p_rfa              32
p_rfb              32
p_jaddr            26
p_c_alucontrol      6
p_rf_waddr          5
p_c_drw             2
p_c_wbsource        2
Power figures rest on the tool's default switching activity, not on a simulated workload.
