==> ./design.v <==
module divide64x16x51x16 (reset, A, B, Qout, clk);
	input reset;
    input[64 - 1:0] A; 
    input[51 - 1:0] B; 
    output[16 - 1:0] Qout; 
    reg[16 - 1:0] Qout;
    input clk; 
    reg[64 + 16 - 1:0] c0; 
    reg[64 + 16 - 1:0] c1; 
    reg[64 + 16 - 1:0] c2; 
    reg[64 + 16 - 1:0] c3; 
    reg[64 + 16 - 1:0] c4; 
    reg[64 + 16 - 1:0] c5; 
    reg[64 + 16 - 1:0] c6; 
    reg[64 + 16 - 1:0] c7; 
    reg[64 + 16 - 1:0] c8; 
    reg[64 + 16 - 1:0] c9; 
    reg[64 + 16 - 1:0] c10; 
    reg[64 + 16 - 1:0] c11; 
    reg[64 + 16 - 1:0] c12; 
    reg[64 + 16 - 1:0] c13; 
    reg[64 + 16 - 1:0] c14; 
    reg[64 + 16 - 1:0] c15; 
    reg[16 - 1:0] q0; 
	reg[16 - 1:0] q1; 
    reg[16 - 1:0] q2; 
    reg[16 - 1:0] q3; 
    reg[16 - 1:0] q4; 
    reg[16 - 1:0] q5; 
    reg[16 - 1:0] q6; 
    reg[16 - 1:0] q7; 
    reg[16 - 1:0] q8; 
    reg[16 - 1:0] q9; 
    reg[16 - 1:0] q10; 
	reg[16 - 1:0] q11; 
    reg[16 - 1:0] q12; 
    reg[16 - 1:0] q13; 
    reg[16 - 1:0] q14; 
    reg[16 - 1:0] q15; 
    reg[51 - 1:0] bp0; 
    reg[51 - 1:0] bp1; 
    reg[51 - 1:0] bp2; 
    reg[51 - 1:0] bp3; 
    reg[51 - 1:0] bp4; 
    reg[51 - 1:0] bp5; 
    reg[51 - 1:0] bp6; 
    reg[51 - 1:0] bp7; 
    reg[51 - 1:0] bp8; 
    reg[51 - 1:0] bp9; 
    reg[51 - 1:0] bp10; 
    reg[51 - 1:0] bp11; 
    reg[51 - 1:0] bp12; 
    reg[51 - 1:0] bp13; 
    reg[51 - 1:0] bp14; 
    reg[51 - 1:0] bp15; 
    always @(posedge clk or negedge reset)
    begin
	if (reset == 1'b0)
	begin
    c0 <= 0; 
    c1 <= 0; 
    c2 <= 0; 
    c3 <= 0; 
    c4 <= 0; 
    c5 <= 0; 
    c6 <= 0; 
    c7 <= 0; 
    c8 <= 0; 
    c9 <= 0; 
    c10 <= 0; 
    c11 <= 0; 
    c12 <= 0; 
    c13 <= 0; 
    c14 <= 0; 
    c15 <= 0; 
        q0 <= 0; 
	q1 <= 0; 
    q2 <= 0; 
    q3 <= 0; 
    q4 <= 0; 
    q5 <= 0; 
    q6 <= 0; 
    q7 <= 0; 
    q8 <= 0; 
    q9 <= 0; 
    q10 <= 0; 
	q11 <= 0; 
    q12 <= 0; 
    q13 <= 0; 
    q14 <= 0; 
        bp0 <= 0; 
    bp1 <= 0; 
    bp2 <= 0; 
    bp3 <= 0; 
    bp4 <= 0; 
    bp5 <= 0; 
    bp6 <= 0; 
    bp7 <= 0; 
    bp8 <= 0; 
    bp9 <= 0; 
    bp10 <= 0; 
    bp11 <= 0; 
    bp12 <= 0; 
    bp13 <= 0; 
    bp14 <= 0; 
    bp15 <= 0; 
   	end
	else
	begin
    c0[64 + 16 - 1:16] <= A ;
    c0[16 - 1:0] <= 0;
    q0 <= 0;
    bp0 <= B ;
	bp1 <= bp0 ;
    bp2 <= bp1 ;
    bp3 <= bp2 ;
    bp4 <= bp3 ;
    bp5 <= bp4 ;
    bp6 <= bp5 ;
    bp7 <= bp6 ;
    bp8 <= bp7 ;
    bp9 <= bp8 ;
    bp10 <= bp9 ;
    bp11 <= bp10 ;
    bp12 <= bp11 ;
    bp13 <= bp12 ;
    bp14 <= bp13 ;
    bp15 <= bp14 ;
		if (c0[64 + 16 - 1:16 - 1 - 0] >= bp0[47:0] )
		begin
			q1 <= {q0[16-2:0] , 1'b1}; 
 			c1 <= {(c0[64+16-1:16-1-0] - bp0[47:0]), c0[16-0-2:0]} ; 
		end
		else
		begin
			q1 <= {q0[16-2:0], 1'b0} ; 
			c1 <= c0 ; 
		end
		if (c1[64 + 16 - 1:16 - 1 - 1] >= bp1[47:0] )
		begin
			q2 <= {q1[16-2:0] , 1'b1}; 
 			c2 <= {(c1[64+16-1:16-1-1] - bp1[47:0]), c1[16-1-2:0]} ; 
		end
		else
		begin
			q2 <= {q1[16-2:0], 1'b0} ; 
			c2 <= c1 ; 
		end
		if (c2[64 + 16 - 1:16 - 1 - 2] >= bp2[47:0] )
		begin
			q3 <= {q2[16-2:0] , 1'b1}; 
 			c3 <= {(c2[64+16-1:16-1-2] - bp2[47:0]), c2[16-2-2:0]} ; 
		end
		else
		begin
			q3 <= {q2[16-2:0], 1'b0} ; 
			c3 <= c2 ; 
		end
		if (c3[64 + 16 - 1:16 - 1 - 3] >= bp3[47:0] )
		begin
			q4 <= {q3[16-2:0] , 1'b1}; 
 			c4 <= {(c3[64+16-1:16-1-3] - bp3[47:0]), c3[16-3-2:0]} ; 
		end
		else
		begin
			q4 <= {q3[16-2:0], 1'b0} ; 
			c4 <= c3 ; 
		end
		if (c4[64 + 16 - 1:16 - 1 - 4] >= bp4[47:0] )
		begin
			q5 <= {q4[16-2:0] , 1'b1}; 
 			c5 <= {(c4[64+16-1:16-1-4] - bp4[47:0]), c4[16-4-2:0]} ; 
		end
		else
		begin
			q5 <= {q4[16-2:0], 1'b0} ; 
			c5 <= c4 ; 
		end
		if (c5[64 + 16 - 1:16 - 1 - 5] >= bp5[47:0] )
		begin
			q6 <= {q5[16-2:0] , 1'b1}; 
 			c6 <= {(c5[64+16-1:16-1-5] - bp5[47:0]), c5[16-5-2:0]} ; 
		end
		else
		begin
			q6 <= {q5[16-2:0], 1'b0} ; 
			c6 <= c5 ; 
		end
		if (c6[64 + 16 - 1:16 - 1 - 6] >= bp6[47:0] )
		begin
			q7 <= {q6[16-2:0] , 1'b1}; 
 			c7 <= {(c6[64+16-1:16-1-6] - bp6[47:0]), c6[16-6-2:0]} ; 
		end
		else
		begin
			q7 <= {q6[16-2:0], 1'b0} ; 
			c7 <= c6 ; 
		end
		if (c7[64 + 16 - 1:16 - 1 - 7] >= bp7[47:0] )
		begin
			q8 <= {q7[16-2:0] , 1'b1}; 
 			c8 <= {(c7[64+16-1:16-1-7] - bp7[47:0]), c7[16-7-2:0]} ; 
		end
		else
		begin
			q8 <= {q7[16-2:0], 1'b0} ; 
			c8 <= c7 ; 
		end
		if (c8[64 + 16 - 1:16 - 1 - 8] >= bp8[47:0] )
		begin
			q9 <= {q8[16-2:0] , 1'b1}; 
 			c9 <= {(c8[64+16-1:16-1-8] - bp8[47:0]), c8[16-8-2:0]} ; 
		end
		else
		begin
			q9 <= {q8[16-2:0], 1'b0} ; 
			c9 <= c8 ; 
		end
		if (c9[64 + 16 - 1:16 - 1 - 9] >= bp9[47:0] )
		begin
			q10 <= {q9[16-2:0] , 1'b1}; 
 			c10 <= {(c9[64+16-1:16-1-9] - bp9[47:0]), c9[16-9-2:0]} ; 
		end
		else
		begin
			q10 <= {q9[16-2:0], 1'b0} ; 
			c10 <= c9 ; 
		end
		if (c10[64 + 16 - 1:16 - 1 - 10] >= bp10[47:0] )
		begin
			q11 <= {q10[16-2:0] , 1'b1}; 
 			c11 <= {(c10[64+16-1:16-1-10] - bp10[47:0]), c10[16-10-2:0]} ; 
		end
		else
		begin
			q11 <= {q10[16-2:0], 1'b0} ; 
			c11 <= c10 ; 
		end
		if (c11[64 + 16 - 1:16 - 1 - 11] >= bp11[47:0] )
		begin
			q12 <= {q11[16-2:0] , 1'b1}; 
 			c12 <= {(c11[64+16-1:16-1-11] - bp11[47:0]), c11[16-11-2:0]} ; 
		end
		else
		begin
			q12 <= {q11[16-2:0], 1'b0} ; 
			c12 <= c11 ; 
		end
		if (c12[64 + 16 - 1:16 - 1 - 12] >= bp12[47:0] )
		begin
			q13 <= {q12[16-2:0] , 1'b1}; 
 			c13 <= {(c12[64+16-1:16-1-12] - bp12[47:0]), c12[16-12-2:0]} ; 
		end
		else
		begin
			q13 <= {q12[16-2:0], 1'b0} ; 
			c13 <= c12 ; 
		end
		if (c13[64 + 16 - 1:16 - 1 - 13] >= bp13[47:0] )
		begin
			q14 <= {q13[16-2:0] , 1'b1}; 
 			c14 <= {(c13[64+16-1:16-1-13] - bp13[47:0]), c13[16-13-2:0]} ; 
		end
		else
		begin
			q14 <= {q13[16-2:0], 1'b0} ; 
			c14 <= c13 ; 
		end
		if (c14[64 + 16 - 1:16 - 1 - 14] >= bp14[47:0] )
		begin
			q15 <= {q14[16-2:0] , 1'b1}; 
 			c15 <= {(c14[64+16-1:16-1-14] - bp14[47:0]), c14[16-14-2:0]} ; 
		end
		else
		begin
			q15 <= {q14[16-2:0], 1'b0} ; 
			c15 <= c14 ; 
		end
          if (c15 >= bp15 )
          begin
             Qout <= {q15[16-2:0], 1'b1} ; 
          end
          else
          begin
             Qout <= {q15[16-2:0], 1'b0} ; 
          end 
	end
    end 
 endmodule
==> ./run.sh <==
#!/bin/bash
# OpenROAD 26Q1-2900-gdf79404cd8, Yosys 0.63+post, stock flow scripts
make -C /OpenROAD-flow-scripts/flow DESIGN_CONFIG=/design/flow/config.mk WORK_HOME=/design/flow/orfs finish
==> ./config.mk <==
export PLATFORM = sky130hd
export DESIGN_NAME = divide64x16x51x16
export DESIGN_NICKNAME = divide64x16x51x16
export VERILOG_FILES = /design/flow/design.v
export SDC_FILE = /design/flow/constraint.sdc
export NUM_CORES = 4
export LEC_CHECK = 1
export CORE_UTILIZATION = 30
==> ./constraint.sdc <==
current_design divide64x16x51x16

set clk_period 26.5
set clk_io_pct 0.2

create_clock -name clk0 -period $clk_period [get_ports {clk}]

set non_clock_inputs [all_inputs -no_clocks]
set_input_delay [expr $clk_period * $clk_io_pct] -clock clk0 $non_clock_inputs
set_output_delay [expr $clk_period * $clk_io_pct] -clock clk0 [all_outputs]
==> impl_metrics.env <==
# physical design summary
export IMPL_global_route_usage_total_pct=15.4
export IMPL_synth_area_mm2=0.115
export IMPL_fin_crit_ns=9.18
export IMPL_rsz_0062_raised_after_global_routing="false"
export IMPL_synth_flops=2096
export IMPL_finalClockPeriodUsage_pct=34.6
export IMPL_grt_pass1_wl_um=463000
export IMPL_final_core_utilization_pct=34.1
export IMPL_post_layout_nonfiller_instances=17400
export IMPL_critical_path_startpoint="reset"
export IMPL_numClockSinks=2096
export IMPL_globalplace_congestion=0.946
export IMPL_vdd_drop_max_uv=60.6
export IMPL_port_buffers=132
export IMPL_fin_worst_hold_slack_ns=0.329
export IMPL_comb_power_share_pct=46.0
export IMPL_die_h_um=620
export IMPL_fp_row_count=226
export IMPL_finalSetupViolations=0
export IMPL_cts_tree="yes"
export IMPL_worst_hold_path_type="flop to flop"
export IMPL_crit_fanout=88
export IMPL_p_int_mw=8.88
export IMPL_netlist_instances=12200
export IMPL_ios=133
export IMPL_critPathLaunchType="input pin"
export IMPL_global_route_peak_usage_layer="met2"
export IMPL_switching_share_pct=39.9
export IMPL_drc=0
export IMPL_worst_ep_required_time_ns=27.45
export IMPL_seq_area_frac_synth_pct=45.9
export IMPL_post_cts_setup_buffer_count=0
export IMPL_async_set_or_reset_flop_fraction_in_the_synthesized_netlist_pct=98.5
export IMPL_cts_hold_buffers=0
export IMPL_areaGrowthSynthToFinish_pct=13.0
export IMPL_core_area_mm2=0.380
export IMPL_stage_log_warnings=45
export IMPL_grt_max_degree=123
export IMPL_critPathCaptureType="async pin"
export IMPL_grt_antenna_before_repair=1
export IMPL_power_leakage_nw=57.3
export IMPL_edff_count_synth=31
export IMPL_globalRouteMet3Util_pct=1.71
export IMPL_criticalPathCategory="input pin to async pin"
export IMPL_setup_ws_ns=17.32
export IMPL_dp_hpwl_um=227000
export IMPL_critical_path_reg2reg_startpoint="bp13[25]"
export IMPL_common_cells="2065 x sky130_fd_sc_hd__dfrtp_1, 1263 x sky130_fd_sc_hd__a21oi_1, 1021 x sky130_fd_sc_hd__inv_1, 952 x sky130_fd_sc_hd__nor2_1, 933 x sky130_fd_sc_hd__nand2_1"
export IMPL_grt_overflow=0
export IMPL_die_w_um=620
export IMPL_syn_avg_cell_area_um2=9.40
export IMPL_yosys_most_used_dff="sky130_fd_sc_hd__dfrtp_1"
export IMPL_ys_top_cells_by_area="sky130_fd_sc_hd__dfrtp_1 45%, sky130_fd_sc_hd__ha_1 8.4%, sky130_fd_sc_hd__a21oi_1 5.5%"
export IMPL_dp_worst_setup_slack_ns=15.97
export IMPL_totalWireLength_um=287000
export IMPL_flop_pwr_share_pct=31.4
export IMPL_quantity_of_gates_resized_following_cts=0
export IMPL_cts_inserted_buffers=233
export IMPL_yosysWarnings=1
export IMPL_wire_per_inst_um=16.5
export IMPL_route_vias_total=84400
export IMPL_outcome="completed"
export IMPL_cts_clk_slew_worst_paths_ns=0.06
export IMPL_clk_path_buf_depth=4
export IMPL_grt_met2_usage_pct=25.3
export IMPL_drv_max_cap_violation_count=0
export IMPL_core_util_floorplan_pct=30.2
export IMPL_min_delay_worst_endpoint="q9[8]"
export IMPL_worst_clock_skew_ns=0.0583
export IMPL_layout_drive_gt1_share_pct=5.96
export IMPL_cp_arrival_ns=10.13
export IMPL_die_area_mm2=0.385
export IMPL_timing_reg2reg_worst_path_depth=12
export IMPL_power_density_cell_area_mw_per_mm2=114
export IMPL_finalHoldViolCount=0
export IMPL_max_slew_worst_pin_slew_ns=0.968
export IMPL_n_antenna_cell=0
export IMPL_htreeDepth=4
export IMPL_clock_power_share_pct=22.6
export IMPL_switching_power_mw=5.89
export IMPL_first_global_vias=85200
export IMPL_area_leader_share_pct=45.0
export IMPL_slew_headroom_pct=35.0
export IMPL_yosys_stat_cells=12200
export IMPL_fmaxAchievable_mhz=109
export IMPL_yosys_stat_chipArea_mm2=0.115
export IMPL_route_antenna_remaining_nets=0
export IMPL_clk_latency_ns=0.91
export IMPL_r2r_end="c14[70]"
export IMPL_post_synth_top_area_cell="sky130_fd_sc_hd__dfrtp_1"
export IMPL_setup_tns_final_ns=0
export IMPL_placed_cells_incl_taps=17000
export IMPL_avgViaCountPerCell=4.84
export IMPL_r2r_setup_slack_ns=21.31
export IMPL_post_synth_num_cell_types=92
export IMPL_dr_first_iter_drc_count=5321
export IMPL_clock_root_buffer="sky130_fd_sc_hd__clkbuf_16"
export IMPL_maxSlewViolCount=0
export IMPL_firstDrtPassIters=8
export IMPL_min_delay_start="q8[7]"
export IMPL_netlist_top_cell_by_instances="sky130_fd_sc_hd__dfrtp_1"
export IMPL_grt_met1_usage_pct=20.8
export IMPL_hold_depth=0
-- area by class of cell --
class / count / area, µm²
repair buffers: 252 / 2280
clock inverters: 117 / 1480
clock buffers: 312 / 6630
flip-flops and latches: 2096 / 52600
fillers: 38300 / 250000
well taps: 5016 / 6280
multi-input cells: 8610 / 56600
inverters: 1021 / 3830
-- power groups by stage --
stage | combinational (mW) | clock (mW) | sequential, mW
4_1_cts | 6.78 | 3.46 | 4.64
5_1_grt | 7.58 | 3.59 | 4.74
6_report | 6.79 | 3.34 | 4.64
-- metal layers --
| metal | routed length [µm] | part of all wire [%] |
|---|---|---|
| met5 | 0 | 0 |
| met2 | 134000 | 47 |
| met4 | 16200 | 5.6 |
| met1 | 127000 | 44 |
| met3 | 9790 | 3.4 |
-- how the worst max path moves through the flow --
stage / endpoint / slack (ns) / depth (start not counted)
after CTS: c1[75] / 16.99 / 8
after global routing: c1[64] / 16.40 / 8
final: c1[72] / 17.32 / 8
-- placed cells by master (no fill, tap or decap), types with 128 or more instances in the layout --
master / instances
sky130_fd_sc_hd__dfrtp_1: 2065
sky130_fd_sc_hd__clkbuf_16: 237
sky130_fd_sc_hd__nand3_1: 223
sky130_fd_sc_hd__nand2_1: 932
sky130_fd_sc_hd__xnor2_1: 560
sky130_fd_sc_hd__a21o_1: 392
sky130_fd_sc_hd__a21oi_1: 1262
sky130_fd_sc_hd__nand4_1: 277
sky130_fd_sc_hd__clkdlybuf4s50_1: 131
sky130_fd_sc_hd__o21ai_0: 708
sky130_fd_sc_hd__nor4_1: 155
sky130_fd_sc_hd__nor2_1: 952
sky130_fd_sc_hd__nor3_1: 245
sky130_fd_sc_hd__xor2_1: 459
sky130_fd_sc_hd__inv_1: 1020
sky130_fd_sc_hd__nand2b_1: 128
sky130_fd_sc_hd__o21bai_1: 153
sky130_fd_sc_hd__ha_1: 770
-- worst max-delay path: stages --
cell	delay (ns)
sky130_fd_sc_hd__buf_16	0.27
sky130_fd_sc_hd__buf_4	0.63
sky130_fd_sc_hd__buf_4	0.60
sky130_fd_sc_hd__buf_4	0.66
sky130_fd_sc_hd__buf_4	0.60
sky130_fd_sc_hd__buf_4	0.59
sky130_fd_sc_hd__buf_4	0.55
sky130_fd_sc_hd__buf_4	0.70
-- stage by stage --
step | area [µm²] | power (mW)
after floorplan | 115000 | 9.61
after global routing | 130000 | 15.9
final | 130000 | 14.8
after CTS | 130000 | 14.9
after global placement | 122000 | 11.5
after detailed placement | 122000 | 11.4
-- kinds of logic (layout without fill, tap and decap cells) --
logic type / count (synthesis) / count (layout) / share of synthesized area, %
mux: 112 / 112 / 1.10
fa+ha+maj: 785 / 785 / 8.66
flops: 2096 / 2096 / 45.9
buf+inv: 1491 / 1702 / 4.93
simple gates: 3489 / 3489 / 14.7
xor+xnor: 1019 / 1019 / 7.78
compound gates: 3205 / 3205 / 16.9
-- flip-flops by register name, indices dropped and copies added (netlist names), 64 cells and up --
signal / cells
c15: 79
c14: 78
c13: 77
c12: 76
c11: 75
c10: 74
c9: 73
c8: 72
c7: 71
c6: 70
c5: 69
c4: 68
c3: 67
c2: 66
c1: 65
c0: 64
Power figures rest on the tool's default switching activity, not on a simulated workload.
