$ cat config.mk
export PLATFORM = sky130hd
export DESIGN_NAME = cheat
export DESIGN_NICKNAME = cheat
export VERILOG_FILES = /design/flow/design.v
export SDC_FILE = /design/flow/constraint.sdc
export NUM_CORES = 4
export LEC_CHECK = 1
export CORE_UTILIZATION = 40
$ cat run.sh
#!/bin/bash
# OpenROAD 26Q1-2900-gdf79404cd8, Yosys 0.63+post, stock flow scripts
make -C /OpenROAD-flow-scripts/flow DESIGN_CONFIG=/design/flow/config.mk WORK_HOME=/design/flow/orfs finish
$ cat design.v
module cheat(
  input clk,
  input [7:0] SNES_PA,
  input [23:0] SNES_ADDR,
  input [7:0] SNES_DATA,
  input SNES_wr_strobe,
  input SNES_rd_strobe,
  input SNES_reset_strobe,
  input snescmd_enable,
  input nmicmd_enable,
  input return_vector_enable,
  input branch1_enable,
  input branch2_enable,
  input branch3_enable,
  input pad_latch,
  input snes_ajr,
  input SNES_cycle_start,
  input [2:0] pgm_idx,
  input pgm_we,
  input [31:0] pgm_in,
  output [7:0] data_out,
  output cheat_hit,
  output snescmd_unlock
);
wire snescmd_wr_strobe = snescmd_enable & SNES_wr_strobe;
reg cheat_enable = 0;
reg nmi_enable = 0;
reg irq_enable = 0;
reg holdoff_enable = 0;  
reg buttons_enable = 0;
reg wram_present = 0;
wire branch_wram = cheat_enable & wram_present;
reg auto_nmi_enable = 1;
reg auto_irq_enable = 0;
reg auto_nmi_enable_sync = 0;
reg auto_irq_enable_sync = 0;
reg hook_enable_sync = 0;
reg [1:0] sync_delay = 2'b10;
reg [4:0] nmi_usage = 5'h00;
reg [4:0] irq_usage = 5'h00;
reg [20:0] usage_count = 21'h1fffff;
reg [29:0] hook_enable_count = 0;
reg hook_disable = 0;
reg [1:0] vector_unlock_r = 0;
wire vector_unlock = |vector_unlock_r;
reg [1:0] reset_unlock_r = 2'b10;
wire reset_unlock = |reset_unlock_r;
reg [23:0] cheat_addr[5:0];
reg [7:0] cheat_data[5:0];
reg [5:0] cheat_enable_mask;
reg snescmd_unlock_r = 0;
assign snescmd_unlock = snescmd_unlock_r;
reg [7:0] nmicmd = 0;
reg [7:0] return_vector = 8'hea;
reg [7:0] branch1_offset = 8'h00;
reg [7:0] branch2_offset = 8'h00;
reg [7:0] branch3_offset = 8'h04;
reg [15:0] pad_data = 0;
wire [5:0] cheat_match_bits ={(cheat_enable_mask[5] & (SNES_ADDR == cheat_addr[5])),
                              (cheat_enable_mask[4] & (SNES_ADDR == cheat_addr[4])),
                              (cheat_enable_mask[3] & (SNES_ADDR == cheat_addr[3])),
                              (cheat_enable_mask[2] & (SNES_ADDR == cheat_addr[2])),
                              (cheat_enable_mask[1] & (SNES_ADDR == cheat_addr[1])),
                              (cheat_enable_mask[0] & (SNES_ADDR == cheat_addr[0]))};
wire cheat_addr_match = |cheat_match_bits;
wire [1:0] nmi_match_bits = {SNES_ADDR == 24'h00FFEA, SNES_ADDR == 24'h00FFEB};
wire [1:0] irq_match_bits = {SNES_ADDR == 24'h00FFEE, SNES_ADDR == 24'h00FFEF};
wire [1:0] rst_match_bits = {SNES_ADDR == 24'h00FFFC, SNES_ADDR == 24'h00FFFD};
wire nmi_addr_match = |nmi_match_bits;
wire irq_addr_match = |irq_match_bits;
wire rst_addr_match = |rst_match_bits;
wire hook_enable = ~|hook_enable_count;
assign data_out = cheat_match_bits[0] ? cheat_data[0]
                : cheat_match_bits[1] ? cheat_data[1]
                : cheat_match_bits[2] ? cheat_data[2]
                : cheat_match_bits[3] ? cheat_data[3]
                : cheat_match_bits[4] ? cheat_data[4]
                : cheat_match_bits[5] ? cheat_data[5]
                : nmi_match_bits[1] ? 8'h10
                : irq_match_bits[1] ? 8'h10
                : rst_match_bits[1] ? 8'h7D
                : nmicmd_enable ? nmicmd
                : return_vector_enable ? return_vector
                : branch1_enable ? branch1_offset
                : branch2_enable ? branch2_offset
                : branch3_enable ? branch3_offset
                : 8'h2a;
assign cheat_hit = (snescmd_unlock & hook_enable_sync & (nmicmd_enable | return_vector_enable | branch1_enable | branch2_enable | branch3_enable))
                   | (reset_unlock & rst_addr_match)
                   | (cheat_enable & cheat_addr_match)
                   | (hook_enable_sync & (((auto_nmi_enable_sync & nmi_enable) & nmi_addr_match & vector_unlock)
                                           |((auto_irq_enable_sync & irq_enable) & irq_addr_match & vector_unlock)));
reg [7:0] next_pa_addr = 0;
reg [2:0] cpu_push_cnt = 0;
always @(posedge clk) begin
  if(SNES_reset_strobe) begin
    cpu_push_cnt <= 0;
  end else if(SNES_wr_strobe) begin
    cpu_push_cnt <= cpu_push_cnt + 1;
    if(cpu_push_cnt == 3'b0) begin
      next_pa_addr <= SNES_PA - 1;
    end else begin
      if(SNES_PA == next_pa_addr) begin
         next_pa_addr <= next_pa_addr - 1;
      end else begin
        cpu_push_cnt <= 3'b0;
      end
    end
  end else if(SNES_rd_strobe) begin
    cpu_push_cnt <= 3'b0;
  end
end
always @(posedge clk) begin
  if(SNES_reset_strobe) begin
    vector_unlock_r <= 2'b00;
  end else if(SNES_rd_strobe) begin
    if(hook_enable_sync
      & ((auto_nmi_enable_sync & nmi_enable & nmi_match_bits[1])
        |(auto_irq_enable_sync & irq_enable & irq_match_bits[1]))
      & cpu_push_cnt == 4) begin
      vector_unlock_r <= 2'b11;
    end else if(|vector_unlock_r) begin
      vector_unlock_r <= vector_unlock_r - 1;
    end
  end
end
always @(posedge clk) begin
  if(SNES_reset_strobe) begin
    reset_unlock_r <= 2'b11;
  end else if(SNES_cycle_start) begin
    if(rst_addr_match & |reset_unlock_r) begin
      reset_unlock_r <= reset_unlock_r - 1;
    end
  end
end
reg snescmd_unlock_disable_strobe = 1'b0;
reg [6:0] snescmd_unlock_disable_countdown = 0;
reg snescmd_unlock_disable = 0;
always @(posedge clk) begin
  if(SNES_reset_strobe) begin
    snescmd_unlock_r <= 0;
    snescmd_unlock_disable <= 0;
  end else begin
    if(SNES_rd_strobe) begin
      if(hook_enable_sync
        & ((auto_nmi_enable_sync & nmi_enable & nmi_match_bits[1])
          |(auto_irq_enable_sync & irq_enable & irq_match_bits[1]))
        & cpu_push_cnt == 4) begin
        return_vector <= SNES_ADDR[7:0];
        snescmd_unlock_r <= 1;
      end
      if(rst_match_bits[1] & |reset_unlock_r) begin
        snescmd_unlock_r <= 1;
      end
    end
    if(SNES_cycle_start) begin
      if(snescmd_unlock_disable) begin
        if(|snescmd_unlock_disable_countdown) begin
          snescmd_unlock_disable_countdown <= snescmd_unlock_disable_countdown - 1;
        end else if(snescmd_unlock_disable_countdown == 0) begin
          snescmd_unlock_r <= 0;
          snescmd_unlock_disable <= 0;
        end
      end
    end
    if(snescmd_unlock_disable_strobe) begin
      snescmd_unlock_disable_countdown <= 7'd6;
      snescmd_unlock_disable <= 1;
    end
  end
end
always @(posedge clk) usage_count <= usage_count - 1;
always @(posedge clk) begin
  if(usage_count == 21'b0) begin
    nmi_usage <= SNES_cycle_start & nmi_match_bits[1];
    irq_usage <= SNES_cycle_start & irq_match_bits[1];
    if(|nmi_usage & |irq_usage) begin
      auto_nmi_enable <= 1'b1;
      auto_irq_enable <= 1'b0;
    end else if(irq_usage == 5'b0) begin
      auto_nmi_enable <= 1'b1;
      auto_irq_enable <= 1'b0;
    end else if(nmi_usage == 5'b0) begin
      auto_nmi_enable <= 1'b0;
      auto_irq_enable <= 1'b1;
    end
  end else begin
    if(SNES_cycle_start & nmi_match_bits[0]) nmi_usage <= nmi_usage + 1;
    if(SNES_cycle_start & irq_match_bits[0]) irq_usage <= irq_usage + 1;
  end
end
always @(posedge clk) begin
  if(SNES_cycle_start) begin
    if(nmi_addr_match | irq_addr_match) sync_delay <= 2'b10;
    else begin
      if (|sync_delay) sync_delay <= sync_delay - 1;
      if (sync_delay == 2'b00) begin
        auto_nmi_enable_sync <= auto_nmi_enable;
        auto_irq_enable_sync <= auto_irq_enable;
        hook_enable_sync <= hook_enable;
      end
    end
  end
end
always @(posedge clk) begin
  if((snescmd_unlock & snescmd_wr_strobe & ~|SNES_ADDR[8:0] & (SNES_DATA == 8'h85))
     | (holdoff_enable & SNES_reset_strobe)) begin
    hook_enable_count <= 30'd960000000;
  end else if (|hook_enable_count) begin
    hook_enable_count <= hook_enable_count - 1;
  end
end
always @(posedge clk) begin
  if(SNES_reset_strobe) begin
    snescmd_unlock_disable_strobe <= 1'b0;
  end else begin
    snescmd_unlock_disable_strobe <= 1'b0;
    if(snescmd_unlock & snescmd_wr_strobe) begin
      if(~|SNES_ADDR[8:0]) begin
        case(SNES_DATA)
          8'h82: cheat_enable <= 1;
          8'h83: cheat_enable <= 0;
          8'h84: {nmi_enable, irq_enable} <= 2'b00;
        endcase
      end else if(SNES_ADDR[8:0] == 9'h1fd) begin
        snescmd_unlock_disable_strobe <= 1'b1;
      end
    end else if(pgm_we) begin
      if(pgm_idx < 6) begin
        cheat_addr[pgm_idx] <= pgm_in[31:8];
        cheat_data[pgm_idx] <= pgm_in[7:0];
      end else if(pgm_idx == 6) begin  
        cheat_enable_mask <= pgm_in[5:0];
      end else if(pgm_idx == 7) begin  
        {wram_present, buttons_enable, holdoff_enable, irq_enable, nmi_enable, cheat_enable}
         <= ({wram_present, buttons_enable, holdoff_enable, irq_enable, nmi_enable, cheat_enable}
          & ~pgm_in[13:8])
          | pgm_in[5:0];
      end
    end
  end
end
always @(posedge clk) begin
  if(snescmd_wr_strobe) begin
    if(SNES_ADDR[8:0] == 9'h1f0) begin
      pad_data[7:0] <= SNES_DATA;
    end else if(SNES_ADDR[8:0] == 9'h1f1) begin
      pad_data[15:8] <= SNES_DATA;
    end
  end
end
always @* begin
  case(pad_data)
    16'h3030: nmicmd = 8'h80;
    16'h2070: nmicmd = 8'h81;
    16'h10b0: nmicmd = 8'h82;
    16'h9030: nmicmd = 8'h83;
    16'h5030: nmicmd = 8'h84;
    16'h1070: nmicmd = 8'h85;
    default: nmicmd = 8'h00;
  endcase
end
always @* begin
  if(buttons_enable) begin
    if(snes_ajr) begin
      if(nmicmd) begin
        branch1_offset = 8'h30;    
      end else begin
        if(branch_wram) begin
          branch1_offset = 8'h3a;  
        end else begin
          branch1_offset = 8'h43;  
        end
      end
    end else begin
      if(pad_latch) begin
        if(branch_wram) begin
          branch1_offset = 8'h3a;  
        end else begin
          branch1_offset = 8'h43;  
        end
      end else begin
        branch1_offset = 8'h00;    
      end
    end
  end else begin
    if(branch_wram) begin
      branch1_offset = 8'h3a;      
    end else begin
      branch1_offset = 8'h43;      
    end
  end
end
always @* begin
  if(nmicmd == 8'h81) begin
    branch2_offset = 8'h14;        
  end else if(branch_wram) begin
    branch2_offset = 8'h00;        
  end else begin
    branch2_offset = 8'h09;        
  end
end
endmodule
$ cat constraint.sdc
current_design cheat

set clk_period 11.8
set clk_io_pct 0.2

create_clock -name clk0 -period $clk_period [get_ports {clk}]

set non_clock_inputs [all_inputs -no_clocks]
set_input_delay [expr $clk_period * $clk_io_pct] -clock clk0 $non_clock_inputs
set_output_delay [expr $clk_period * $clk_io_pct] -clock clk0 [all_outputs]
==> qor.txt <==
layout cells sized above 1: 6.69%
gr ovfl total: 0
Peak supply drop: 94.5 uV
die height: 193 microns
Buffers & Inverters on Critical Path: 2
vias post-DR: 9436
flip-flops with a built-in enable: 260
Port Buffers: 98
hold buffer count at cts: 0
Hold WS: 0.416 ns
starting DRC count in detailed routing: 503
Setup-failing EPs final: 0
Hold Vio Cnt, Final: 0
CP max-delay cell: clkdlybuf4s50_1
PostCTS Resize Cnt: 0
Crit path arrival time: 6.65 ns
Setup CP Type: in2out
Place WS: 2.95 ns
R2R setup slack: 8.65 ns
final worst slack: 2.79 ns
Total Routed Length: 37200 microns
Sinks on Clock Net: 321
cell with the most instances after synthesis: edfxtp_1
largest cells by area after synthesis: edfxtp_1 (54%), dfxtp_1 (8.4%), xnor2_1 (6.8%)
Post-CTS Setup Repair Bufs: 0
number of buffers created by CTS: 36
area occupied by multi-input gates: 0.00525 sq mm
max-slew violations: 0
first-pass GRT wire length: 55500 microns
Reg area: 0.00903 sq mm
Yosys chip area: 0.0146 sq mm
die area: 0.0372 sq mm
IO Pins: 99
via-per-instance ratio: 5.31
core area: 0.0357 sq mm
n_diodes: 0
Die Width: 193 microns
share of flip-flops with an asynchronous set or reset: 0%
CTS tree: built
Late-Pin Clk Latency: 0.52 ns
Slew @ Worst Pin: 0.765 ns
# DRC: 0
CP Capture Type: primary output
max frequency: 0.111 GHz
Critical Path Start Type: input pin
DRT antenna net count: 0
Synth-to-Final Area Change: 18.4%
CP Cell Sequence: clkdlybuf4s50_1 -> xor2_1 -> or4_1 -> nor4_1 -> nand4_1 -> nand2b_1 -> nor4_1 -> or4_1 -> o221a_2 -> clkdlybuf4s50_1
global-route usage over all layers: 21.9%
#FFs+latches synth: 321
Max Cap Viol: 0
data required time at the worst endpoint: 9.44 ns
drt pass-1 iters: 22
FP Util: 40.8%
power per standard cell area: 150 mW/mm^2
synthesized area per cell: 12.4 sq um
Max stage delay on crit path: 0.69 ns
RePlAce Congestion: 0.950
Dominant cell area share: 53.6%
fill count: 3189
HPWL Detailed: 26700 microns
cells after synthesis: 1179
top cells by count: edfxtp_1 (260), xnor2_1 (113), nor2_1 (100), xor2_1 (99)
crit-path max FO: 13
wire per inst: 21.0 microns
Hold Path Class: reg2reg
Root Driver: clkbuf_16
CTS Buffer Depth: 3
setup tns final: 0 ns
top_reg_cell synth: edfxtp_1
Placement Rows: 69
Yosys top cell by area: edfxtp_1
RSZ-0062 raised after global routing: no
outcome: complete, no violations
Leak: 5.83 nW
family with the most delay on the worst path: simple AND/OR/NAND/NOR gates
CTS H-tree lvls: 2
Final min period: 9.01 ns
fin crit share: 76.4%
Power, Total: 2.59 mW
worst rel slew slack: 48.5%
initial antenna violation count: 0
vias in the first global route: 9310
ys cells: 1179
CTS clock-pin slew for the worst setup and hold paths: 0.05 ns
Synth Warn #: 1
Seq/Total Area, Yosys: 62.0%
largest net degree at the start of global routing: 33
OpenROAD warning count: 29
unique cell type count in the Yosys netlist: 70
mapped cell area: 0.0146 sq mm
skew final: 0.0226 ns
-- routing by layer --
layer,global-route usage (%),vias up,wire length (microns)
met5,0.962,-,0
met4,4.39,0,864
met3,9.78,61,4160
met2,30.6,341,16000
met1,33.4,4481,16300
li1,-,4553,-
-- cells in the final DEF, fill, tap and decap left out, types with 4 or more instances in the layout --
cell,synthesis,layout
o211ai_1,4,4
inv_1,42,42
xor2_1,99,99
a32oi_1,4,4
nor4b_1,5,5
edfxtp_1,260,260
nand2b_1,14,14
and3_1,13,13
nand3_1,35,35
nor3b_1,9,9
a211o_1,4,4
xnor2_1,113,113
nor2_1,100,96
a31oi_1,6,6
nor2_4,0,4
mux2i_1,10,10
or3_1,9,9
nand4_1,33,33
nand3b_1,4,4
nor2b_1,7,7
o21ai_1,5,5
nand2_1,61,61
nand4b_1,7,7
o21ai_0,22,22
clkinv_1,0,7
dfxtp_1,61,61
nor4_1,40,40
clkbuf_1,30,10
ha_1,14,14
or4_1,10,10
clkdlybuf4s50_1,0,98
a21oi_1,22,22
a211oi_1,5,5
clkbuf_16,0,37
nor3_1,52,50
buf_4,2,17
o21a_1,5,5
-- state kept, by name (all words and copies together), names as in the netlist, 6 cells and up --
signal and flops:
pad_data 16, usage_count 21, cheat_enable_mask 6, return_vector 8, hook_enable_count 30, snescmd_unlock_disable_countdown 7, next_pa_addr 8, cheat_addr 144
cheat_data 48
-- layout make-up --
class                   instances  area share [%]
flip-flops and latches        321            52.3
multi-input cells             774            30.4
repair buffers                115            6.43
clock buffers                  48            5.66
well taps                     461            3.34
clock inverters                16           0.914
inverters                      42           0.914
-- cell families after synthesis --
logic type                 share of synthesized area, %
and+or+nand+nor                                    16.0
DFF                                                62.0
xor gates and xnor gates                           12.7
AOI/OAI and AO/OA                                  5.01
buffers and inverters                              2.32
adders and majority gates                          1.20
muxes                                             0.764
-- power breakdown --
group          switching, mW  leakage, nW  internal [mW]  total (mW)
Combinational          0.134         2.43         0.0955       0.229
Clock                  0.435        0.553          0.648        1.08
Sequential            0.0228         2.84           1.26        1.28
Total                  0.591         5.83           2.00        2.59
-- path summary, 6_finish.rpt --
kind                                     start                            endpoint  cells past startpoint
min              auto_nmi_enable$_SDFFCE_PP1P_      auto_nmi_enable_sync$_DFFE_PP_                      0
max                               SNES_ADDR[9]                         data_out[1]                     10
max reg2reg  hook_enable_count[8]$_SDFFE_PP0N_  hook_enable_count[14]$_SDFFE_PP1N_                      8
min reg2reg      auto_nmi_enable$_SDFFCE_PP1P_      auto_nmi_enable_sync$_DFFE_PP_                      0
-- through the flow --
step	cell area [sq um]	util, %	std cells
6_report	17300	48.3	1777
5_1_grt	17300	48.3	1777
4_1_cts	17300	48.3	1777
3_5_place_dp	16100	45.1	1713
3_3_place_gp	16100	45.1	1713
2_1_floorplan	14600	-	1179
Power is estimated from default activity; no workload was simulated.
