## ./design.v

```verilog
module divide64x32x51x18 (reset, A, B, Qout, clk);
	input reset;
    input[64 - 1:0] A; 
    input[51 - 1:0] B; 
    output[32 - 1:0] Qout; 
    reg[32 - 1:0] Qout;
    input clk; 
    reg[64 + 15 - 1:0] c0; 
    reg[64 + 15 - 1:0] c1; 
    reg[64 + 15 - 1:0] c2; 
    reg[64 + 15 - 1:0] c3; 
    reg[64 + 15 - 1:0] c4; 
    reg[64 + 15 - 1:0] c5; 
    reg[64 + 15 - 1:0] c6; 
    reg[64 + 15 - 1:0] c7; 
    reg[64 + 15 - 1:0] c8; 
    reg[64 + 15 - 1:0] c9; 
    reg[64 + 15 - 1:0] c10; 
    reg[64 + 15 - 1:0] c11; 
    reg[64 + 15 - 1:0] c12; 
    reg[64 + 15 - 1:0] c13; 
    reg[64 + 15 - 1:0] c14; 
    reg[64 + 15 - 1:0] c15; 
    reg[64 + 15 - 1:0] c16; 
    reg[64 + 15 - 1:0] c17; 
    reg[64 + 15 - 1:0] c18; 
    reg[64 + 15 - 1:0] c19; 
    reg[64 + 15 - 1:0] c20; 
    reg[64 + 15 - 1:0] c21; 
    reg[64 + 15 - 1:0] c22; 
    reg[64 + 15 - 1:0] c23; 
    reg[64 + 15 - 1:0] c24; 
    reg[64 + 15 - 1:0] c25; 
    reg[64 + 15 - 1:0] c26; 
    reg[64 + 15 - 1:0] c27; 
    reg[64 + 15 - 1:0] c28; 
    reg[64 + 15 - 1:0] c29; 
    reg[64 + 15 - 1:0] c30; 
    reg[64 + 15 - 1:0] c31; 
    reg[32 - 1:0] q0; 
	reg[32 - 1:0] q1; 
    reg[32 - 1:0] q2; 
    reg[32 - 1:0] q3; 
    reg[32 - 1:0] q4; 
    reg[32 - 1:0] q5; 
    reg[32 - 1:0] q6; 
    reg[32 - 1:0] q7; 
    reg[32 - 1:0] q8; 
    reg[32 - 1:0] q9; 
    reg[32 - 1:0] q10; 
	reg[32 - 1:0] q11; 
    reg[32 - 1:0] q12; 
    reg[32 - 1:0] q13; 
    reg[32 - 1:0] q14; 
    reg[32 - 1:0] q15; 
    reg[32 - 1:0] q16; 
    reg[32 - 1:0] q17; 
    reg[32 - 1:0] q18; 
    reg[32 - 1:0] q19; 
    reg[32 - 1:0] q20; 
	reg[32 - 1:0] q21; 
    reg[32 - 1:0] q22; 
    reg[32 - 1:0] q23; 
    reg[32 - 1:0] q24; 
    reg[32 - 1:0] q25; 
    reg[32 - 1:0] q26; 
    reg[32 - 1:0] q27; 
    reg[32 - 1:0] q28; 
    reg[32 - 1:0] q29; 
    reg[32 - 1:0] q30; 
    reg[32 - 1:0] q31; 
    reg[51 - 1:0] bp0; 
    reg[51 - 1:0] bp1; 
    reg[51 - 1:0] bp2; 
    reg[51 - 1:0] bp3; 
    reg[51 - 1:0] bp4; 
    reg[51 - 1:0] bp5; 
    reg[51 - 1:0] bp6; 
    reg[51 - 1:0] bp7; 
    reg[51 - 1:0] bp8; 
    reg[51 - 1:0] bp9; 
    reg[51 - 1:0] bp10; 
    reg[51 - 1:0] bp11; 
    reg[51 - 1:0] bp12; 
    reg[51 - 1:0] bp13; 
    reg[51 - 1:0] bp14; 
    reg[51 - 1:0] bp15; 
    reg[51 - 1:0] bp16; 
    reg[51 - 1:0] bp17; 
    reg[51 - 1:0] bp18; 
    reg[51 - 1:0] bp19; 
    reg[51 - 1:0] bp20; 
    reg[51 - 1:0] bp21; 
    reg[51 - 1:0] bp22; 
    reg[51 - 1:0] bp23; 
    reg[51 - 1:0] bp24; 
    reg[51 - 1:0] bp25; 
    reg[51 - 1:0] bp26; 
    reg[51 - 1:0] bp27; 
    reg[51 - 1:0] bp28; 
    reg[51 - 1:0] bp29; 
    reg[51 - 1:0] bp30; 
    reg[51 - 1:0] bp31; 
    reg [64 + 15 - 1:0] c_xhdl;
	always @(posedge clk or negedge reset)
    begin
	if (reset == 1'b0)
	begin
    c0 <= 0; 
    c1 <= 0; 
    c2 <= 0; 
    c3 <= 0; 
    c4 <= 0; 
    c5 <= 0; 
    c6 <= 0; 
    c7 <= 0; 
    c8 <= 0; 
    c9 <= 0; 
    c10 <= 0; 
    c11 <= 0; 
    c12 <= 0; 
    c13 <= 0; 
    c14 <= 0; 
    c15 <= 0; 
    c16 <= 0; 
    c17 <= 0; 
    c18 <= 0; 
    c19 <= 0; 
    c20 <= 0; 
    c21 <= 0; 
    c22 <= 0; 
    c23 <= 0; 
    c24 <= 0; 
    c25 <= 0; 
    c26 <= 0; 
    c27 <= 0; 
    c28 <= 0; 
    c29 <= 0; 
    c30 <= 0; 
    c31 <= 0; 
    q0 <= 0; 
	q1 <= 0; 
    q2 <= 0; 
    q3 <= 0; 
    q4 <= 0; 
    q5 <= 0; 
    q6 <= 0; 
    q7 <= 0; 
    q8 <= 0; 
    q9 <= 0; 
    q10 <= 0; 
	q11 <= 0; 
    q12 <= 0; 
    q13 <= 0; 
    q14 <= 0; 
    q15 <= 0; 
    q16 <= 0; 
    q17 <= 0; 
    q18 <= 0; 
    q19 <= 0; 
    q20 <= 0; 
	q21 <= 0; 
    q22 <= 0; 
    q23 <= 0; 
    q24 <= 0; 
    q25 <= 0; 
    q26 <= 0; 
    q27 <= 0; 
    q28 <= 0; 
    q29 <= 0; 
    q30 <= 0; 
    q31 <= 0; 
    bp0 <= 0; 
    bp1 <= 0; 
    bp2 <= 0; 
    bp3 <= 0; 
    bp4 <= 0; 
    bp5 <= 0; 
    bp6 <= 0; 
    bp7 <= 0; 
    bp8 <= 0; 
    bp9 <= 0; 
    bp10 <= 0; 
    bp11 <= 0; 
    bp12 <= 0; 
    bp13 <= 0; 
    bp14 <= 0; 
    bp15 <= 0; 
    bp16 <= 0; 
    bp17 <= 0; 
    bp18 <= 0; 
    bp19 <= 0; 
    bp20 <= 0; 
    bp21 <= 0; 
    bp22 <= 0; 
    bp23 <= 0; 
    bp24 <= 0; 
    bp25 <= 0; 
    bp26 <= 0; 
    bp27 <= 0; 
    bp28 <= 0; 
    bp29 <= 0; 
    bp30 <= 0; 
    bp31 <= 0; 
	end
	else
	begin
    c0[64 + 15 - 1:15] <= A ;
    c0[15 - 1:0] <= 0;
    q0 <= 0;
    bp0 <= B ;
    bp1 <= bp0 ;
    bp2 <= bp1 ;
    bp3 <= bp2 ;
    bp4 <= bp3 ;
    bp5 <= bp4 ;
    bp6 <= bp5 ;
    bp7 <= bp6 ;
    bp8 <= bp7 ;
    bp9 <= bp8 ;
    bp10 <= bp9 ;
    bp11 <= bp10 ;
    bp12 <= bp11 ;
    bp13 <= bp12 ;
    bp14 <= bp13 ;
    bp15 <= bp14 ;
    bp16 <= bp15 ;
    bp17 <= bp16 ;
    bp18 <= bp17 ;
    bp19 <= bp18 ;
    bp20 <= bp19 ;
    bp21 <= bp20 ;
    bp22 <= bp21 ;
    bp23 <= bp22 ;
    bp24 <= bp23 ;
    bp25 <= bp24 ;
    bp26 <= bp25 ;
    bp27 <= bp26 ;
    bp28 <= bp27 ;
    bp29 <= bp28 ;
    bp30 <= bp29 ;
    bp31 <= bp30 ;
		if (c0[64 + 15 - 1:32 - 1 - 0] >= bp0[47:0] )
		begin
			q1 <= {q0[32-2:0] , 1'b1}; 
 			c1 <= {(c0[64+15-1:32-1-0] - bp0[47:0]), c0[32-0-2:0]} ; 
		end
		else
		begin
			q1 <= {q0[32-2:0], 1'b0} ; 
			c1 <= c0 ; 
		end
		if (c1[64 + 15 - 1:32 - 1 - 1] >= bp1[47:0] )
		begin
			q2 <= {q1[32-2:0] , 1'b1}; 
 			c2 <= {(c1[64+15-1:32-1-1] - bp1[47:0]), c1[32-1-2:0]} ; 
		end
		else
		begin
			q2 <= {q1[32-2:0], 1'b0} ; 
			c2 <= c1 ; 
		end
		if (c2[64 + 15 - 1:32 - 1 - 2] >= bp2[47:0] )
		begin
			q3 <= {q2[32-2:0] , 1'b1}; 
 			c3 <= {(c2[64+15-1:32-1-2] - bp2[47:0]), c2[32-2-2:0]} ; 
		end
		else
		begin
			q3 <= {q2[32-2:0], 1'b0} ; 
			c3 <= c2 ; 
		end
		if (c3[64 + 15 - 1:32 - 1 - 3] >= bp3[47:0] )
		begin
			q4 <= {q3[32-2:0] , 1'b1}; 
 			c4 <= {(c3[64+15-1:32-1-3] - bp3[47:0]), c3[32-3-2:0]} ; 
		end
		else
		begin
			q4 <= {q3[32-2:0], 1'b0} ; 
			c4 <= c3 ; 
		end
		if (c4[64 + 15 - 1:32 - 1 - 4] >= bp4[47:0] )
		begin
			q5 <= {q4[32-2:0] , 1'b1}; 
 			c5 <= {(c4[64+15-1:32-1-4] - bp4[47:0]), c4[32-4-2:0]} ; 
		end
		else
		begin
			q5 <= {q4[32-2:0], 1'b0} ; 
			c5 <= c4 ; 
		end
		if (c5[64 + 15 - 1:32 - 1 - 5] >= bp5[47:0] )
		begin
			q6 <= {q5[32-2:0] , 1'b1}; 
 			c6 <= {(c5[64+15-1:32-1-5] - bp5[47:0]), c5[32-5-2:0]} ; 
		end
		else
		begin
			q6 <= {q5[32-2:0], 1'b0} ; 
			c6 <= c5 ; 
		end
		if (c6[64 + 15 - 1:32 - 1 - 6] >= bp6[47:0] )
		begin
			q7 <= {q6[32-2:0] , 1'b1}; 
 			c7 <= {(c6[64+15-1:32-1-6] - bp6[47:0]), c6[32-6-2:0]} ; 
		end
		else
		begin
			q7 <= {q6[32-2:0], 1'b0} ; 
			c7 <= c6 ; 
		end
		if (c7[64 + 15 - 1:32 - 1 - 7] >= bp7[47:0] )
		begin
			q8 <= {q7[32-2:0] , 1'b1}; 
 			c8 <= {(c7[64+15-1:32-1-7] - bp7[47:0]), c7[32-7-2:0]} ; 
		end
		else
		begin
			q8 <= {q7[32-2:0], 1'b0} ; 
			c8 <= c7 ; 
		end
		if (c8[64 + 15 - 1:32 - 1 - 8] >= bp8[47:0] )
		begin
			q9 <= {q8[32-2:0] , 1'b1}; 
 			c9 <= {(c8[64+15-1:32-1-8] - bp8[47:0]), c8[32-8-2:0]} ; 
		end
		else
		begin
			q9 <= {q8[32-2:0], 1'b0} ; 
			c9 <= c8 ; 
		end
		if (c9[64 + 15 - 1:32 - 1 - 9] >= bp9[47:0] )
		begin
			q10 <= {q9[32-2:0] , 1'b1}; 
 			c10 <= {(c9[64+15-1:32-1-9] - bp9[47:0]), c9[32-9-2:0]} ; 
		end
		else
		begin
			q10 <= {q9[32-2:0], 1'b0} ; 
			c10 <= c9 ; 
		end
		if (c10[64 + 15 - 1:32 - 1 - 10] >= bp10[47:0] )
		begin
			q11 <= {q10[32-2:0] , 1'b1}; 
 			c11 <= {(c10[64+15-1:32-1-10] - bp10[47:0]), c10[32-10-2:0]} ; 
		end
		else
		begin
			q11 <= {q10[32-2:0], 1'b0} ; 
			c11 <= c10 ; 
		end
		if (c11[64 + 15 - 1:32 - 1 - 11] >= bp11[47:0] )
		begin
			q12 <= {q11[32-2:0] , 1'b1}; 
 			c12 <= {(c11[64+15-1:32-1-11] - bp11[47:0]), c11[32-11-2:0]} ; 
		end
		else
		begin
			q12 <= {q11[32-2:0], 1'b0} ; 
			c12 <= c11 ; 
		end
		if (c12[64 + 15 - 1:32 - 1 - 12] >= bp12[47:0] )
		begin
			q13 <= {q12[32-2:0] , 1'b1}; 
 			c13 <= {(c12[64+15-1:32-1-12] - bp12[47:0]), c12[32-12-2:0]} ; 
		end
		else
		begin
			q13 <= {q12[32-2:0], 1'b0} ; 
			c13 <= c12 ; 
		end
		if (c13[64 + 15 - 1:32 - 1 - 13] >= bp13[47:0] )
		begin
			q14 <= {q13[32-2:0] , 1'b1}; 
 			c14 <= {(c13[64+15-1:32-1-13] - bp13[47:0]), c13[32-13-2:0]} ; 
		end
		else
		begin
			q14 <= {q13[32-2:0], 1'b0} ; 
			c14 <= c13 ; 
		end
		if (c14[64 + 15 - 1:32 - 1 - 14] >= bp14[47:0] )
		begin
			q15 <= {q14[32-2:0] , 1'b1}; 
 			c15 <= {(c14[64+15-1:32-1-14] - bp14[47:0]), c14[32-14-2:0]} ; 
		end
		else
		begin
			q15 <= {q14[32-2:0], 1'b0} ; 
			c15 <= c14 ; 
		end
		if (c15[64 + 15 - 1:32 - 1 - 15] >= bp15[47:0] )
		begin
			q16 <= {q15[32-2:0] , 1'b1}; 
 			c16 <= {(c15[64+15-1:32-1-15] - bp15[47:0]), c15[32-15-2:0]} ; 
		end
		else
		begin
			q16 <= {q15[32-2:0], 1'b0} ; 
			c16 <= c15 ; 
		end
		if (c16[64 + 15 - 1:32 - 1 - 16] >= bp16[47:0] )
		begin
			q17 <= {q16[32-2:0] , 1'b1}; 
 			c17 <= {(c16[64+15-1:32-1-16] - bp16[47:0]), c16[32-16-2:0]} ; 
		end
		else
		begin
			q17 <= {q16[32-2:0], 1'b0} ; 
			c17 <= c16 ; 
		end
		if (c17[64 + 15 - 1:32 - 1 - 17] >= bp17[47:0] )
		begin
			q18 <= {q17[32-2:0] , 1'b1}; 
 			c18 <= {(c17[64+15-1:32-1-17] - bp17[47:0]), c17[32-17-2:0]} ; 
		end
		else
		begin
			q18 <= {q17[32-2:0], 1'b0} ; 
			c18 <= c17 ; 
		end
		if (c18[64 + 15 - 1:32 - 1 - 18] >= bp18[47:0] )
		begin
			q19 <= {q18[32-2:0] , 1'b1}; 
 			c19 <= {(c18[64+15-1:32-1-18] - bp18[47:0]), c18[32-18-2:0]} ; 
		end
		else
		begin
			q19 <= {q18[32-2:0], 1'b0} ; 
			c19 <= c18 ; 
		end
		if (c19[64 + 15 - 1:32 - 1 - 19] >= bp19[47:0] )
		begin
			q20 <= {q19[32-2:0] , 1'b1}; 
 			c20 <= {(c19[64+15-1:32-1-19] - bp19[47:0]), c19[32-19-2:0]} ; 
		end
		else
		begin
			q20 <= {q19[32-2:0], 1'b0} ; 
			c20 <= c19 ; 
		end
		if (c20[64 + 15 - 1:32 - 1 - 20] >= bp20[47:0] )
		begin
			q21 <= {q20[32-2:0] , 1'b1}; 
 			c21 <= {(c20[64+15-1:32-1-20] - bp20[47:0]), c20[32-20-2:0]} ; 
		end
		else
		begin
			q21 <= {q20[32-2:0], 1'b0} ; 
			c21 <= c20 ; 
		end
		if (c21[64 + 15 - 1:32 - 1 - 21] >= bp21[47:0] )
		begin
			q22 <= {q21[32-2:0] , 1'b1}; 
 			c22 <= {(c21[64+15-1:32-1-21] - bp21[47:0]), c21[32-21-2:0]} ; 
		end
		else
		begin
			q22 <= {q21[32-2:0], 1'b0} ; 
			c22 <= c21 ; 
		end
		if (c22[64 + 15 - 1:32 - 1 - 22] >= bp22[47:0] )
		begin
			q23 <= {q22[32-2:0] , 1'b1}; 
 			c23 <= {(c22[64+15-1:32-1-22] - bp22[47:0]), c22[32-22-2:0]} ; 
		end
		else
		begin
			q23 <= {q22[32-2:0], 1'b0} ; 
			c23 <= c22; 
		end
		if (c23[64 + 15 - 1:32 - 1 - 23] >= bp23[47:0] )
		begin
			q24 <= {q23[32-2:0] , 1'b1}; 
 			c24 <= {(c23[64+15-1:32-1-23] - bp23[47:0]), c23[32-23-2:0]} ; 
		end
		else
		begin
			q24 <= {q23[32-2:0], 1'b0} ; 
			c24 <= c23 ; 
		end
		if (c24[64 + 15 - 1:32 - 1 - 24] >= bp24[47:0] )
		begin
			q25 <= {q24[32-2:0] , 1'b1}; 
 			c25 <= {(c24[64+15-1:32-1-24] - bp24[47:0]), c24[32-24-2:0]} ; 
		end
		else
		begin
			q25 <= {q24[32-2:0], 1'b0} ; 
			c25 <= c24 ; 
		end
		if (c25[64 + 15 - 1:32 - 1 - 25] >= bp25[47:0] )
		begin
			q26 <= {q25[32-2:0] , 1'b1}; 
 			c26 <= {(c25[64+15-1:32-1-25] - bp25[47:0]), c25[32-25-2:0]} ; 
		end
		else
		begin
			q26 <= {q25[32-2:0], 1'b0} ; 
			c26 <= c25 ; 
		end
		if (c26[64 + 15 - 1:32 - 1 - 26] >= bp26[47:0] )
		begin
			q27 <= {q26[32-2:0] , 1'b1}; 
 			c27 <= {(c26[64+15-1:32-1-26] - bp26[47:0]), c26[32-26-2:0]} ; 
		end
		else
		begin
			q27 <= {q26[32-2:0], 1'b0} ; 
			c27 <= c26 ; 
		end
		if (c27[64 + 15 - 1:32 - 1 - 27] >= bp27[47:0] )
		begin
			q28 <= {q27[32-2:0] , 1'b1}; 
 			c28 <= {(c27[64+15-1:32-1-27] - bp27[47:0]), c27[32-27-2:0]} ; 
		end
		else
		begin
			q28 <= {q27[32-2:0], 1'b0} ; 
			c28 <= c27 ; 
		end
		if (c28[64 + 15 - 1:32 - 1 - 29] >= bp28[47:0] )
		begin
			q29 <= {q28[32-2:0] , 1'b1}; 
 			c29 <= {(c28[64+15-1:32-1-29] - bp28[47:0]), c28[32-29-2:0]} ; 
		end
		else
		begin
			q29 <= {q28[32-2:0], 1'b0} ; 
			c29 <= c28 ; 
		end
		if (c29[64 + 15 - 1:32 - 1 - 29] >= bp29[47:0] )
		begin
			q30 <= {q29[32-2:0] , 1'b1}; 
 			c30 <= {(c29[64+15-1:32-1-29] - bp29[47:0]), c29[32-29-2:0]} ; 
		end
		else
		begin
			q30 <= {q29[32-2:0], 1'b0} ; 
			c30 <= c29 ; 
		end
		if (c30[64 + 15 - 1:32 - 1 - 30] >= bp30[47:0] )
		begin
			q31 <= {q30[32-2:0] , 1'b1}; 
 			c31 <= {(c30[64+15-1:32-1-30] - bp30[47:0]), c30[32-30-2:0]} ; 
		end
		else
		begin
			q31 <= {q30[32-2:0], 1'b0} ; 
			c31 <= c30 ; 
		end
          if (c31 >= bp31 )
          begin
             Qout <= {q31[32-2:0], 1'b1} ; 
          end
          else
          begin
             Qout <= {q31[32-2:0], 1'b0} ; 
          end 
	end
    end 
 endmodule
```

## ./run.sh

```bash
#!/bin/bash
# OpenROAD 26Q1-2900-gdf79404cd8, Yosys 0.63+post, stock flow scripts
make -C /OpenROAD-flow-scripts/flow DESIGN_CONFIG=/design/flow/config.mk WORK_HOME=/design/flow/orfs finish
```

## ./config.mk

```make
export PLATFORM = sky130hd
export DESIGN_NAME = divide64x32x51x18
export DESIGN_NICKNAME = divide64x32x51x18
export VERILOG_FILES = /design/flow/design.v
export SDC_FILE = /design/flow/constraint.sdc
export NUM_CORES = 4
export LEC_CHECK = 1
export CORE_UTILIZATION = 40
```

## ./constraint.sdc

```tcl
current_design divide64x32x51x18

set clk_period 24.7
set clk_io_pct 0.2

create_clock -name clk0 -period $clk_period [get_ports {clk}]

set non_clock_inputs [all_inputs -no_clocks]
set_input_delay [expr $clk_period * $clk_io_pct] -clock clk0 $non_clock_inputs
set_output_delay [expr $clk_period * $clk_io_pct] -clock clk0 [all_outputs]
```

==> impl_metrics.env <==
# physical design summary
export IMPL_ctsResizeCount=0
export IMPL_crit_slowest_cell="buf_4"
export IMPL_grt_pass1_wl_um=974000
export IMPL_numCtsBuffers=468
export IMPL_cts_setup_buffers=0
export IMPL_reg2reg_slack_ns=19.14
export IMPL_yosysTopAreaCell="dfrtp_1"
export IMPL_seq_area_mm2=0.108
export IMPL_ys_flop_type="dfrtp_1"
export IMPL_antenna_left=0
export IMPL_worstPathMaxFanout=115
export IMPL_cts_root_buf="clkbuf_16"
export IMPL_endpoint="c2[71]$_DFF_PN0_"
export IMPL_grt_ovfl_total=0
export IMPL_cpPeakStageDelay_ns=0.68
export IMPL_logic_area_mm2=0.106
export IMPL_grt_pass1_vias=164407
export IMPL_drc=0
export IMPL_highest_layer="met5"
export IMPL_route_vias_total=164903
export IMPL_rsz0062_at_grt="false"
export IMPL_critPathRequiredTime_ns=25.79
export IMPL_cts_tree="done"
export IMPL_clk_path_buf_depth=4
export IMPL_drive_gt1_share_pct=5.98
export IMPL_die_area_mm2=0.563
export IMPL_status="complete, no violations"
export IMPL_yosysUniqueCellTypes=105
export IMPL_crit_start="reset"
export IMPL_gp_congestion=0.991
export IMPL_relSlewSlack_pct=15.9
export IMPL_ys_chip_area_mm2=0.224
export IMPL_io_pins=149
export IMPL_syn_area_per_cell_um2=9.72
export IMPL_tightest_slew_ns=1.25
export IMPL_worstHoldPathType="reg -> reg"
export IMPL_criticalPathCategory="in -> async"
export IMPL_fin_tns_setup_ns=0
export IMPL_edf_count=32
export IMPL_htreeDepth=5
export IMPL_crit_family="buffers and inverters"
export IMPL_cp_cell_sequence="buf_16 > buf_4 > buf_4 > buf_4 > buf_4 > buf_12 > buf_4 > buf_4 > buf_4"
export IMPL_hold_viol_final=0
export IMPL_finalWirelength_um=628000
export IMPL_power_density_mw_per_mm2=135
export IMPL_setup_violations=0
export IMPL_synth_cells=23058
export IMPL_crit_buf_inv=9
export IMPL_cts_sinks=4314
export IMPL_fmax_mhz=107
export IMPL_synth_seq_cells=4314
export IMPL_yosys_cells=23058
export IMPL_fin_skew_ns=0.134
export IMPL_synth_async_reset_ratio_pct=99.3
export IMPL_yosysSeqAreaShare_pct=48.2
export IMPL_grt_max_degree=142
export IMPL_antenna_found_initial=20
export IMPL_wl_met3_um=31700
export IMPL_top_area_share_pct=47.8
export IMPL_cp_depth=9
export IMPL_cap_viol_max_count=0
export IMPL_cpMostUsedCell="buf_4"
export IMPL_dieHeight_um=751
export IMPL_fillers=51776
export IMPL_topCellsByArea="dfrtp_1, ha_1, a21oi_1, xnor2_1, o21ai_0"
export IMPL_ys_warn_count=1
export IMPL_clock_latency_ns=1.08
export IMPL_netlist_area_mm2=0.224
export IMPL_rows=274
export IMPL_clk_pin_slew_ns=0.06
export IMPL_final_period_utilization_pct=37.9
export IMPL_drt_pass1_iterations=8
export IMPL_wl_met1_um=255000
export IMPL_area_growth_pct=11.7
export IMPL_die_w_um=751
export IMPL_initCoreUtil_pct=40.2
export IMPL_portBuffers=148
export IMPL_warnings=65
export IMPL_hold_path_cell_count=0
export IMPL_timing_rr_start="c11[48]$_DFF_PN0_"
export IMPL_wl_per_cell_um=20.3
export IMPL_rr_worst_depth=13
export IMPL_drtIter0Drc=11222
export IMPL_drv_slew=0
export IMPL_postCtsHoldBufs=0
export IMPL_dp_hpwl_um=496000
export IMPL_r2r_end="c12[53]$_DFF_PN0_"
export IMPL_via_per_inst=5.32
export IMPL_cp_end_kind="async pin"
export IMPL_power_leakage_nw=115
export IMPL_p_total_mw=33.9
export IMPL_min_period_ns=9.37
export IMPL_vdd_ir_drop_max_v=0.0000843
export IMPL_worstSetupStartpointType="input port"
export IMPL_coreArea_mm2=0.557
export IMPL_grt_total_usage_pct=23.2
export IMPL_met2_length_um=310000
export IMPL_worstPathArrival_ns=10.46
[cells in the final DEF (no fill, tap or decap), types with 72 or more instances in the layout]
master / netlist / routed
a211oi_1: 127 / 125
a21o_1: 982 / 981
a21oi_1: 2240 / 2238
a31oi_1: 182 / 182
and2_1: 113 / 112
and3_1: 196 / 196
buf_4: 0 / 178
clkbuf_16: 0 / 472
clkbuf_8: 0 / 88
clkdlybuf4s50_1: 0 / 147
clkinv_2: 0 / 100
dfrtp_1: 4282 / 4282
ha_1: 1537 / 1537
inv_1: 1970 / 1969
mux2_2: 200 / 200
nand2_1: 1875 / 1875
nand2b_1: 210 / 208
nand3_1: 359 / 359
nand4_1: 419 / 419
nor2_1: 1662 / 1661
nor2b_1: 221 / 221
nor3_1: 381 / 381
nor4_1: 176 / 173
o21a_1: 188 / 188
o21ai_0: 1488 / 1488
o21bai_1: 256 / 256
o31ai_1: 129 / 128
or3_1: 151 / 151
or4_1: 72 / 72
xnor2_1: 1009 / 1009
xor2_1: 787 / 787
[kinds of logic (layout without fill, tap and decap cells)]
logic type               after synthesis  count (layout)  share of synthesized area, %
adder cells (fa/ha/maj)             1567            1567                          8.85
XOR/XNOR                            1796            1796                          7.02
flip-flops                          4314            4314                          48.2
AND-OR/OR-AND                       6322            6322                          17.3
buffers and inverters               2745            3188                          4.63
other                                  0              17                             0
AND/OR/NAND/NOR                     6102            6102                          12.9
multiplexers                         212             212                          1.07
[worst min path at each step]
stage	end	slack [ns]	from
4_1_cts	bp18[49]$_DFF_PN0_	0.27	bp17[49]$_DFF_PN0_
5_1_grt	bp18[49]$_DFF_PN0_	0.29	bp17[49]$_DFF_PN0_
6_report	bp14[50]$_DFF_PN0_	0.25	bp13[50]$_DFF_PN0_
[sequential cells by signal, summed over array words and instances (netlist names), 68 cells and up]
signal	flops
c26	73
c23	70
c28	75
c27	74
c25	72
c31	78
c22	69
c29	77
c30	77
c21	68
c24	71
[per-layer routing]
layer,global-route usage (%),vias to the layer above
met5,0,-
met1,31.0,79520
li1,-,80245
met3,3.53,1134
met2,38.6,4002
met4,9.41,2
[cell type report]
cell class,count,area share (%)
repair buffers,334,1.20
multi-input cells,15999,42.3
well taps,7452,3.72
clock inverters,253,1.34
inverters,1977,2.96
flip-flops and latches,4314,43.2
diodes,17,0.0170
clock buffers,624,5.30
[metrics by stage]
stage	worst slack [ns]	hold slack [ns]	instances	utilization, %	cell area, um^2
detailed placement	14.10	0.335	30076	41.9	234000
finish	15.33	0.255	30970	44.9	250000
floorplan	19.46	0.331	23058	-	224000
global placement	14.20	0.331	30076	41.9	234000
global route	14.52	0.292	30959	44.9	250000
CTS	15.17	0.272	30953	44.9	250000
[Yosys cell counts (all sizes together) (48+ instances only)]
cell	n
a2111oi	49
xnor2	1009
nand2b	210
a21oi	2242
o211ai	72
a31oi	183
and2	117
and3	196
nor2b	221
o31ai	131
o21ai	1514
or3	153
nor4	179
xor2	787
nand4	419
ha	1537
dfrtp	4282
nand3	359
nand2	1876
a21boi	70
a211o	48
o21bai	256
clkbuf	679
or4	75
buf	89
nor3	381
o21a	188
mux2	203
a211oi	129
inv	1975
nor2	1663
or2	63
a21o	982
[power by group]
| part | total [mW] | switching (mW) | internal [mW] |
|---|---|---|---|
| logic | 15.7 | 9.29 | 6.42 |
| registers | 10.8 | 1.74 | 9.08 |
| clock network | 7.35 | 2.99 | 4.35 |
| total | 33.9 | 14.0 | 19.9 |
